## design/flow/design.v

```verilog
module sockit_owm #(
  parameter BDW   =   32,   
  parameter OWN   =    1,   
  parameter OVD_E =    1,   
  parameter CDR_N =   15,   
  parameter CDR_O =    2,   
  parameter BTP_N = "7.5",  
  parameter BTP_O = "1.0",  
  parameter T_RSTH_N = (BTP_N == "7.5") ?  64 : (BTP_N == "5.0") ?  96 : 80,   
  parameter T_RSTL_N = (BTP_N == "7.5") ?  64 : (BTP_N == "5.0") ?  96 : 80,   
  parameter T_RSTP_N = (BTP_N == "7.5") ?  10 : (BTP_N == "5.0") ?  15 : 10,   
  parameter T_DAT0_N = (BTP_N == "7.5") ?   8 : (BTP_N == "5.0") ?  12 : 10,   
  parameter T_DAT1_N = (BTP_N == "7.5") ?   1 : (BTP_N == "5.0") ?   1 :  1,   
  parameter T_BITS_N = (BTP_N == "7.5") ?   2 : (BTP_N == "5.0") ?   3 :  2,   
  parameter T_RCVR_N = (BTP_N == "7.5") ?   1 : (BTP_N == "5.0") ?   1 :  1,   
  parameter T_IDLE_N = (BTP_N == "7.5") ?  64 : (BTP_N == "5.0") ? 104 :  1,   
  parameter T_RSTH_O = (BTP_N == "1.0") ?  48 :  96,   
  parameter T_RSTL_O = (BTP_N == "1.0") ?  48 :  96,   
  parameter T_RSTP_O = (BTP_N == "1.0") ?  10 :  15,   
  parameter T_DAT0_O = (BTP_N == "1.0") ?   6 :  12,   
  parameter T_DAT1_O = (BTP_N == "1.0") ?   1 :   2,   
  parameter T_BITS_O = (BTP_N == "1.0") ?   2 :   3,   
  parameter T_RCVR_O = (BTP_N == "1.0") ?   1 :   2,   
  parameter T_IDLE_O = (BTP_N == "1.0") ?  48 :  96    
)(
  input            clk,
  input            rst,
  input            bus_read,
  input            bus_write,
  input  [BDW-1:0] bus_writedata,
  output [BDW-1:0] bus_readdata,
  output           bus_interrupt,
  output [OWN-1:0] onewire_p,    
  output [OWN-1:0] onewire_e,    
  input  [OWN-1:0] onewire_i     
);
localparam CDW = $clog2(CDR_N);
localparam SDW = $clog2(OWN);
localparam TDW =       (T_RSTH_O+T_RSTL_O) >       (T_RSTH_N+T_RSTL_N)
               ? $clog2(T_RSTH_O+T_RSTL_O) : $clog2(T_RSTH_N+T_RSTL_N);
reg  [CDW-1:0] div;
wire           pls;
reg            owr_trn;   
reg  [TDW-1:0] cnt;       
reg  [SDW-1:0] owr_sel;
reg  [OWN-1:0] owr_pwr;   
reg            owr_ovd;   
reg            owr_rst;   
reg            owr_dtx;   
reg            owr_drx;   
wire           owr_p;     
reg            owr_oen;   
wire           owr_i;     
reg            irq_etx;   
reg            irq_erx;   
reg            irq_stx;   
reg            irq_srx;   
wire [TDW-1:0] t_idl ;    
wire [TDW-1:0] t_rst ;    
wire [TDW-1:0] t_bit ;    
wire [TDW-1:0] t_rstp;    
wire [TDW-1:0] t_rsth;    
wire [TDW-1:0] t_dat0;    
wire [TDW-1:0] t_dat1;    
wire [TDW-1:0] t_bits;    
wire [TDW-1:0] t_zero;    
assign t_idl  = owr_ovd ? T_IDLE_O                       : T_IDLE_N                      ;
assign t_rst  = owr_ovd ? T_RSTL_O + T_RSTH_O            : T_RSTL_N + T_RSTH_N           ;
assign t_bit  = owr_ovd ? T_DAT0_O +          + T_RCVR_N : T_DAT0_N +            T_RCVR_O;
assign t_rstp = owr_ovd ? T_RSTH_O - T_RSTP_O            : T_RSTH_N - T_RSTP_N           ;
assign t_rsth = owr_ovd ? T_RSTH_O                       : T_RSTH_N                      ;
assign t_dat0 = owr_ovd ? T_DAT0_O - T_DAT0_O + T_RCVR_O : T_DAT0_N - T_DAT0_N + T_RCVR_N;
assign t_dat1 = owr_ovd ? T_DAT0_O - T_DAT1_O + T_RCVR_O : T_DAT0_N - T_DAT1_N + T_RCVR_N;
assign t_bits = owr_ovd ? T_DAT0_O - T_BITS_O + T_RCVR_O : T_DAT0_N - T_BITS_N + T_RCVR_N;
assign t_zero = 'd0;
generate if ((CDR_N>1) | (CDR_O>1)) begin : div_implementation
  always @ (posedge clk, posedge rst)
  if (rst)          div <= 'd0;
  else begin
    if (bus_write)  div <= 'd0;
    else            div <= pls ? 'd0 : div + owr_trn;
  end
  assign pls = (div == (owr_ovd ? CDR_O : CDR_N) - 1);
end else begin
  assign pls = 1'b1;
end endgenerate
generate if (OWN>1) begin : sel_readdata
  assign bus_readdata = {{BDW-OWN-16{1'b0}}, owr_pwr, {8-SDW{1'b0}}, owr_sel,
                         irq_erx, irq_etx, irq_srx, irq_stx,
                         owr_i  , owr_ovd, owr_trn, owr_drx};
end else begin
  assign bus_readdata = {irq_erx, irq_etx, irq_srx, irq_stx,
                         owr_i  , owr_ovd, owr_trn, owr_drx};
end endgenerate
generate if (OWN>1) begin : sel_implementation
  always @ (posedge clk, posedge rst)
  if (rst)             owr_sel <= {SDW{1'b0}};
  else if (bus_write)  owr_sel <= bus_writedata[8+:SDW];
  always @ (posedge clk, posedge rst)
  if (rst)             owr_pwr <= {SDW{1'b0}};
  else if (bus_write)  owr_pwr <= bus_writedata[16+:SDW];
end else begin
  always @ (*)         owr_sel <= {SDW{1'b0}}; 
  always @ (posedge clk, posedge rst)
  if (rst)             owr_pwr <= 1'b0;
  else if (bus_write)  owr_pwr <= bus_writedata[3];
end endgenerate
assign bus_interrupt = irq_erx & irq_srx
                     | irq_etx & irq_stx;
always @ (posedge clk, posedge rst)
if (rst)             {irq_erx, irq_etx} <= 2'b00;     
else if (bus_write)  {irq_erx, irq_etx} <= bus_writedata[7:6]; 
always @ (posedge clk, posedge rst)
if (rst)                           irq_stx <= 1'b0;
else begin
  if (bus_write)                   irq_stx <= 1'b0;
  else if (pls & (cnt == t_zero))  irq_stx <= 1'b1;
  else if (bus_read)               irq_stx <= 1'b0;
end
always @ (posedge clk, posedge rst)
if (rst)                     irq_srx <= 1'b0;
else begin
  if (bus_write)             irq_srx <= 1'b0;
  else if (pls) begin
    if      (cnt == t_rstp)  irq_srx <=  owr_rst & ~owr_dtx;   
    else if (cnt == t_bits)  irq_srx <= ~owr_rst &  owr_dtx;   
  end else if (bus_read)     irq_srx <= 1'b0;
end
generate if (OVD_E) begin : ctrl_writedata
  always @ (posedge clk, posedge rst)
  if (rst)             {owr_ovd, owr_rst, owr_dtx} <= 3'b000;     
  else if (bus_write)  {owr_ovd, owr_rst, owr_dtx} <= bus_writedata[2:0]; 
end else begin
  always @ (posedge clk, posedge rst)
  if (rst)             {owr_ovd, owr_rst, owr_dtx} <= 3'b000;     
  else if (bus_write)  {         owr_rst, owr_dtx} <= bus_writedata[1:0]; 
end endgenerate
always @ (posedge clk, posedge rst)
if (rst)                           owr_trn <= 1'b0;
else begin
  if (bus_write)                   owr_trn <= ~&bus_writedata[2:0];
  else if (pls & (cnt == t_zero))  owr_trn <= 1'b0;
end
always @ (posedge clk, posedge rst)
if (rst)          cnt <= 0;
else begin
  if (bus_write)  cnt <= (&bus_writedata[1:0] ? t_idl : bus_writedata[1] ? t_rst : t_bit) - 'd1;
  else if (pls)   cnt <= cnt - 'd1;
end
always @ (posedge clk)
if (pls) begin
  if      ( owr_rst & (cnt == t_rstp))  owr_drx <= owr_i;   
  else if (~owr_rst & (cnt == t_bits))  owr_drx <= owr_i;   
end
always @ (posedge clk, posedge rst)
if (rst)                                owr_oen <= 1'b0;
else begin
  if (bus_write)                        owr_oen <= ~&bus_writedata[1:0];
  else if (pls) begin
    if      (owr_rst & (cnt == t_rsth)) owr_oen <= 1'b0;   
    else if (owr_dtx & (cnt == t_dat1)) owr_oen <= 1'b0;   
    else if (          (cnt == t_dat0)) owr_oen <= 1'b0;   
  end
end
assign onewire_e = owr_oen << owr_sel;
assign onewire_p = owr_pwr;
assign owr_i = onewire_i [owr_sel];
assign owr_p = onewire_p [owr_sel];
endmodule
```

## design/flow/run.sh

```bash
#!/bin/bash
# OpenROAD 26Q1-2900-gdf79404cd8, Yosys 0.63+post, stock flow scripts
make -C /OpenROAD-flow-scripts/flow DESIGN_CONFIG=/design/flow/config.mk WORK_HOME=/design/flow/orfs finish
```

## design/flow/config.mk

```make
export PLATFORM = sky130hd
export DESIGN_NAME = sockit_owm
export DESIGN_NICKNAME = sockit_owm
export VERILOG_FILES = /design/flow/design.v
export SDC_FILE = /design/flow/constraint.sdc
export NUM_CORES = 4
export LEC_CHECK = 1
export CORE_UTILIZATION = 30
```

## design/flow/constraint.sdc

```tcl
current_design sockit_owm

set clk_period 2.7
set clk_io_pct 0.2

create_clock -name clk0 -period $clk_period [get_ports {clk}]

set non_clock_inputs [all_inputs -no_clocks]
set_input_delay [expr $clk_period * $clk_io_pct] -clock clk0 $non_clock_inputs
set_output_delay [expr $clk_period * $clk_io_pct] -clock clk0 [all_outputs]
```

==> flow_summary.toml <==
# flow metrics
[sta]
maxSlewHeadroom_pct = 58.44
finalSetupTns_ns = 0
finalCritPeriodShare_pct = 83.41
rsz0062_at_grt = "false"
worstMarginPinSlew_ns = 0.6234
period_needed_ns = 2.252
setup_viol = 0
final.setup_skew_ns = 0.004610
max_freq_ghz = 0.4440
slew_viol_final = 0
fin_ws_ns = 0.4480
hold_violations = 0

[placed_design]
place.gp.congestion = 0.8326
dp_hpwl_mm = 2.241
dp_slack_ns = 0.2245
numPortBuffers = 21

[worst_setup_path]
cp_slowest_cell = "dfrtp_1"
critical-path-max-stage-delay_ns = 0.74
worst-r2r-cell-count = 4
critPathRequiredTime_ns = 2.85
r2r-end = "cnt[0]"
reg2reg_from = "owr_ovd"
crit_arrival_ns = 2.40
crit_type = "reg2reg"
crit_path_cell_trace = "or4b_1, mux2_4, nand2_2, mux2_1"
endpoint_kind = "flop"
rrSetupSlack_ns = 0.45
path_max_fanout = 20
crit_path_start_kind = "flop"

[global_routing]
grt_pass1_vias = 985
grt_pass1_wl_mm = 4.981
grt_overflow_total = 0
grt_max_degree = 23
antenna_found_initial = 0
track_usage_pct = 10.86

[pwr]
seq_power_share_pct = 52.4
internal_power_mw = 0.6127
peakVddDrop_mv = 0.3262
p_per_area_nw_per_um2 = 493.0
p_switching_mw = 0.2880
swShare_pct = 31.97
p_leak_nw = 0.7640
p_clk_share_pct = 23.3
pwr-share-comb_pct = 24.3

[detailed_routing]
viasPerCell = 4.618
drc_errors = 0
drtPass1Iterations = 4
avgRoutedWirePerCell_um = 12.15
diodes = 0
drt-total-wl_mm = 3.147
drtAntennaViolNets = 0
drt_iter0_markers = 31
vias = 1196

[clock_network]
cts.sinks = 23
cts_tree = "done"
clock_latency_ns = 0.26
cts_resized = 0
post-cts-setup-buffers = 0
clock_path_buffers = 2
clkSlewWorstSetupHoldPaths_ns = 0.08
clock-root-buffer = "clkbuf_8"
cts_buffers = 3
holdBufCountCts = 0
cts_max_level = 1

[logic_synthesis]
yosys_area_um2 = 1668
edf_count = 1
yosys.area.top_type_share_pct = 33.01
postSynthSeqShare_pct = 34.81
ys_cells = 179
synth_top_flop_cell = "dfrtp_1"
yosysWarnings = 1
top_cells_by_area = "dfrtp_1 33%, buf_4 15%, mux2_1 4.1%"
async_flop_share_pct = 95.65
syn_area_per_cell_um2 = 9.318
synth_top_cell_by_area = "dfrtp_1"
synth_cells = 179
netlist_area_um2 = 1668
ys_seq_elements = 23
synth_cell_type_count = 52

[hold_path]
min-delay-path-class = "reg2reg"
min_from = "owr_pwr"
holdPathStages = 1
min_to = "owr_pwr"

[floorplan]
die_area_um2 = 5861
dieWidth_um = 76.56
dieHeight_um = 76.56
initCoreUtil_pct = 31.84
ios = 72
core_area_um2 = 5238
num_rows = 26

[layout]
drive_gt1_share_pct = 7.407
fillers = 541
regArea_um2 = 580.6
final-comb-area_um2 = 850.8
final_cell_mix = "24 x conb_1, 22 x dfrtp_1, 21 x clkdlybuf4s50_1"
top_regs = "cnt (8), div (4)"
layout_top_cell = "conb_1"
largest_register_ffs = 8
area_growth_pct = 9.527
top_register = "cnt"

[run_status]
status = "complete, no violations"

[run]
tool_warnings = 51
maxCapViolations = 0
metrics by stage:
stage,hold slack [ns],total power [mW],area (um2),util [%],instances
finish,0.4974,0.9007,1827,34.88,259
global route,0.5214,0.9583,1827,34.88,259
CTS,0.4988,0.9153,1827,34.88,259
detailed placement,0.4789,0.6998,1782,34.02,255
global placement,0.4773,0.6967,1782,34.02,255
floorplan,0.4325,0.6740,1754,-,202
kinds of logic (layout without fill, tap and decap cells):
family / Yosys count / count (layout) / synth area share, %
flops: 23 / 23 / 34.81
compound gates: 32 / 32 / 12.38
xor+xnor: 8 / 8 / 4.201
fa+ha+maj: 3 / 3 / 2.251
simple gates: 52 / 52 / 18.01
other cells: 1 / 24 / 0.2248
buf+inv: 48 / 35 / 19.35
mux: 12 / 12 / 8.777
layer usage:
metal	vias up	part of all wire [%]	global-route usage (%)	routed length, um
met5	-	0	0	0
met4	0	0.86	0.7692	27
met3	2	5.5	1.946	174
met2	40	43	16.40	1358
met1	556	50	17.30	1588
li1	598	-	-	-
area by class of cell:
class	count	share of cell area [%]
Clock buffer	4	2.466
Inverter	6	1.233
Multi-Input combinational cell	131	46.58
Sequential cell	23	31.78
Tap cell	70	4.795
Timing Repair Buffer	25	13.15
critical path: cells and delay by family, from the launching register on:
kind | cells | cell delay [ns]
flops | 1 | 0.74
simple gates | 2 | 0.71
mux | 2 | 0.69
synth_stat cells, types with 3 or more instances:
master	instances
ha_1	3
a21oi_1	11
inv_1	5
xor2_1	6
mux2i_1	3
nor3_1	6
nand2_1	6
o21ai_1	5
buf_4	33
clkbuf_1	4
nor2_1	13
nand3_1	5
mux2_1	6
dfrtp_1	22
buf_2	3
worst max-delay path by stage:
stage | from | end | slack [ns] | cells after the start
after global routing | bus_write | cnt[6] | 0.35 | 9
after CTS | owr_ovd | cnt[0] | 0.47 | 4
final | owr_ovd | cnt[0] | 0.45 | 4
power groups by stage:
stage	clock network (mW)	logic (mW)	registers, mW
after CTS	0.221	0.222	0.472
after global routing	0.228	0.246	0.484
final	0.210	0.219	0.472
Power is estimated from default activity; no workload was simulated.

--- flow/run.sh ---
#!/bin/bash
# OpenROAD 26Q1-2900-gdf79404cd8, Yosys 0.63+post, stock flow scripts
make -C /OpenROAD-flow-scripts/flow DESIGN_CONFIG=/design/flow/config.mk WORK_HOME=/design/flow/orfs finish
--- flow/design.v ---
module DE1_stopwatch (
input   [1:0] CLOCK_24,      
input   [1:0] CLOCK_27,      
input         CLOCK_50,      
input         EXT_CLOCK,     
input   [3:0] KEY,           
input   [9:0] SW,            
output  [6:0] HEX0,          
output  [6:0] HEX1,          
output  [6:0] HEX2,          
output  [6:0] HEX3,          
output  [7:0] LEDG,          
output  [9:0] LEDR,          
output        UART_TXD,      
input         UART_RXD,      
inout  [15:0] DRAM_DQ,       
output [11:0] DRAM_ADDR,     
output        DRAM_LDQM,     
output        DRAM_UDQM,     
output        DRAM_WE_N,     
output        DRAM_CAS_N,    
output        DRAM_RAS_N,    
output        DRAM_CS_N,     
output        DRAM_BA_0,     
output        DRAM_BA_1,     
output        DRAM_CLK,      
output        DRAM_CKE,      
inout   [7:0] FL_DQ,         
output [21:0] FL_ADDR,       
output        FL_WE_N,       
output        FL_RST_N,      
output        FL_OE_N,       
output        FL_CE_N,       
inout  [15:0] SRAM_DQ,       
output [17:0] SRAM_ADDR,     
output        SRAM_UB_N,     
output        SRAM_LB_N,     
output        SRAM_WE_N,     
output        SRAM_CE_N,     
output        SRAM_OE_N,     
inout         SD_DAT,        
inout         SD_DAT3,       
inout         SD_CMD,        
output        SD_CLK,        
input         TDI,           
input         TCK,           
input         TCS,           
output        TDO,           
inout         I2C_SDAT,      
output        I2C_SCLK,      
input         PS2_DAT,       
input         PS2_CLK,       
output        VGA_HS,        
output        VGA_VS,        
output  [3:0] VGA_R,         
output  [3:0] VGA_G,         
output  [3:0] VGA_B,         
inout         AUD_ADCLRCK,   
input         AUD_ADCDAT,    
inout         AUD_DACLRCK,   
output        AUD_DACDAT,    
inout         AUD_BCLK,      
output        AUD_XCK,       
inout  [35:0] GPIO_0,        
inout  [35:0] GPIO_1         
);
localparam FRQ = 24000000;   
wire clk;
wire b_rst;
wire b_run;
wire b_clr;
wire s_run;
wire s_hld;
wire [3:0] t_mil_2;
wire [3:0] t_sec_0;
wire [3:0] t_sec_1;
wire [3:0] t_min_0;
wire [3:0] t_min_1;
assign SD_DAT      = 1'bz;
assign I2C_SDAT    = 1'bz;
assign AUD_ADCLRCK = 1'bz;
assign AUD_DACLRCK = 1'bz;
assign AUD_BCLK    = 1'bz;
assign GPIO_0      = 36'hzzzzzzzzz;
assign GPIO_1      = 36'hzzzzzzzzz;
assign clk = CLOCK_24[0];
debouncer #(.CN (FRQ/ 50)) debouncer_rst (.clk (clk), .d_i (~KEY[0]), .d_o (b_rst));
debouncer #(.CN (FRQ/100)) debouncer_run (.clk (clk), .d_i (~KEY[1]), .d_o (b_run));
debouncer #(.CN (FRQ/100)) debouncer_clr (.clk (clk), .d_i (~KEY[2]), .d_o (b_clr));
stopwatch #(
  .MSPN     (FRQ/1000)
) stopwatch_i (
  .clk      (clk),
  .rst      (b_rst),
  .b_run    (b_run),
  .b_clr    (b_clr),
  .t_mil_0  (),
  .t_mil_1  (),
  .t_mil_2  (t_mil_2),
  .t_sec_0  (t_sec_0),
  .t_sec_1  (t_sec_1),
  .t_min_0  (t_min_0),
  .t_min_1  (t_min_1),
  .s_run    (s_run),
  .s_hld    (s_hld),
  .avalon_write      (1'b0),
  .avalon_read       (1'b0),
  .avalon_writedata  (32'd0),
  .avalon_readdata   (),
  .avalon_interrupt  ()
);
function [6:0] seg7 (input [3:0] bin);
  case (bin)
    4'h0    : seg7 = 7'h3F;
    4'h1    : seg7 = 7'h06;
    4'h2    : seg7 = 7'h5B;
    4'h3    : seg7 = 7'h4F;
    4'h4    : seg7 = 7'h66;
    4'h5    : seg7 = 7'h6D;
    4'h6    : seg7 = 7'h7D;
    4'h7    : seg7 = 7'h07;
    4'h8    : seg7 = 7'h7F;
    4'h9    : seg7 = 7'h6F;
    4'ha    : seg7 = 7'b1110111;
    4'hb    : seg7 = 7'b1111100;
    4'hc    : seg7 = 7'b0111001;
    4'hd    : seg7 = 7'b1011110;
    4'he    : seg7 = 7'b1111001;
    4'hf    : seg7 = 7'b1110001;
    default : seg7 = 7'h00;
  endcase
endfunction
assign LEDR = 10'd1 << t_mil_2;
assign HEX0 = ~seg7(t_sec_0);
assign HEX1 = ~seg7(t_sec_1);
assign HEX2 = ~seg7(t_min_0);
assign HEX3 = ~seg7(t_min_1);
assign LEDG[2:0] = {s_hld, s_run, b_rst};
endmodule
module debouncer #(
  parameter CN = 8,          
  parameter CW = $clog2(CN)  
)(
  input      clk,            
  input      d_i,            
  output reg d_o             
);
reg [CW-1:0] cnt;            
reg          d_r;            
initial cnt <= 0;
always @ (posedge clk)
d_r <= d_i;
always @ (posedge clk)
if (|cnt)          cnt <= cnt - 1;
else if (d_r^d_o)  cnt <= CN;
always @ (posedge clk)
if (~|cnt) d_o <= d_r;
endmodule
module stopwatch #(
  parameter MSPN = 5,            
  parameter MSPL = $clog2(MSPN), 
  parameter AAW = 1,             
  parameter ADW = 32,            
  parameter ABW = ADW/8          
)(
  input  wire       clk,         
  input  wire       rst,         
  input  wire       b_run,       
  input  wire       b_clr,       
  input  wire       b_tmp,       
  output wire [3:0] t_mil_0,     
  output wire [3:0] t_mil_1,     
  output wire [3:0] t_mil_2,     
  output wire [3:0] t_sec_0,     
  output wire [3:0] t_sec_1,     
  output wire [3:0] t_min_0,     
  output wire [3:0] t_min_1,     
  output reg        s_run,       
  output reg        s_hld,       
  input             avalon_write,
  input             avalon_read,
  input   [ADW-1:0] avalon_writedata,
  output  [ADW-1:0] avalon_readdata,
  output reg        avalon_interrupt
);
reg [MSPL-1:0] clk_cnt;
reg            pulse;
reg  b_run_d;
reg  b_clr_d;
reg  b_tmp_d;
wire b_run_pdg;
wire b_clr_pdg;
wire b_tmp_pdg;
reg [3:0] cnt_mil_0, hld_mil_0, tmp_mil_0;   
reg [3:0] cnt_mil_1, hld_mil_1, tmp_mil_1;   
reg [3:0] cnt_mil_2, hld_mil_2, tmp_mil_2;   
reg [3:0] cnt_sec_0, hld_sec_0, tmp_sec_0;   
reg [3:0] cnt_sec_1, hld_sec_1, tmp_sec_1;   
reg [3:0] cnt_min_0, hld_min_0, tmp_min_0;   
reg [3:0] cnt_min_1, hld_min_1, tmp_min_1;   
wire wrp_mil_0;
wire wrp_mil_1;
wire wrp_mil_2;
wire wrp_sec_0;
wire wrp_sec_1;
wire wrp_min_0;
wire wrp_min_1;
reg avalon_error;
always @ (posedge clk, posedge rst)
if (rst)       clk_cnt <= 'd0;
else begin
  if (~s_run)  clk_cnt <= 'd0;
  else         clk_cnt <= (clk_cnt == MSPN-1) ? 'd0 : clk_cnt + 'd1;
end
always @ (posedge clk, posedge rst)
if (rst)  pulse   <= 1'b0;
else      pulse   <= (clk_cnt == MSPN-1);
always @ (posedge clk, posedge rst)
if (rst) begin
  b_run_d <= 1'b0;
  b_clr_d <= 1'b0;
  b_tmp_d <= 1'b0;
end else begin
  b_run_d <= b_run;
  b_clr_d <= b_clr;
  b_tmp_d <= b_tmp;
end
assign b_run_pdg = ~b_run_d & b_run;
assign b_clr_pdg = ~b_clr_d & b_clr;
assign b_tmp_pdg = ~b_tmp_d & b_tmp;
always @ (posedge clk, posedge rst)
if (rst) begin
  s_run <= 1'b0;
  s_hld <= 1'b0;
end else begin
  if (b_run_pdg) s_run <= ~s_run;
  if (b_clr_pdg) s_hld <= ~s_hld & s_run;
end
assign wrp_mil_0 =      1'b1 & (cnt_mil_0 == 4'd9);
assign wrp_mil_1 = wrp_mil_0 & (cnt_mil_1 == 4'd9);
assign wrp_mil_2 = wrp_mil_1 & (cnt_mil_2 == 4'd9);
assign wrp_sec_0 = wrp_mil_2 & (cnt_sec_0 == 4'd9);
assign wrp_sec_1 = wrp_sec_0 & (cnt_sec_1 == 4'd5);
assign wrp_min_0 = wrp_sec_1 & (cnt_min_0 == 4'd9);
assign wrp_min_1 = wrp_min_0 & (cnt_min_1 == 4'd5);
always @ (posedge clk, posedge rst)
if (rst) begin
  cnt_mil_0 <= 4'd0;
  cnt_mil_1 <= 4'd0;
  cnt_mil_2 <= 4'd0;
  cnt_sec_0 <= 4'd0;
  cnt_sec_1 <= 4'd0;
  cnt_min_0 <= 4'd0;
  cnt_min_1 <= 4'd0;
end else begin
  if (s_run) begin
    if (pulse) begin
                     cnt_mil_0 <= wrp_mil_0 ? 4'd0 : cnt_mil_0 + 4'd1;
      if (wrp_mil_0) cnt_mil_1 <= wrp_mil_1 ? 4'd0 : cnt_mil_1 + 4'd1;
      if (wrp_mil_1) cnt_mil_2 <= wrp_mil_2 ? 4'd0 : cnt_mil_2 + 4'd1;
      if (wrp_mil_2) cnt_sec_0 <= wrp_sec_0 ? 4'd0 : cnt_sec_0 + 4'd1;
      if (wrp_sec_0) cnt_sec_1 <= wrp_sec_1 ? 4'd0 : cnt_sec_1 + 4'd1;
      if (wrp_sec_1) cnt_min_0 <= wrp_min_0 ? 4'd0 : cnt_min_0 + 4'd1;
      if (wrp_min_0) cnt_min_1 <= wrp_min_1 ? 4'd0 : cnt_min_1 + 4'd1;
    end
  end else if (~s_hld & b_clr) begin
    cnt_mil_0 <= 4'd0;
    cnt_mil_1 <= 4'd0;
    cnt_mil_2 <= 4'd0;
    cnt_sec_0 <= 4'd0;
    cnt_sec_1 <= 4'd0;
    cnt_min_0 <= 4'd0;
    cnt_min_1 <= 4'd0;
  end
end
always @ (posedge clk)
if (s_run & b_clr_pdg) begin
  hld_mil_0 <= cnt_mil_0;
  hld_mil_1 <= cnt_mil_1;
  hld_mil_2 <= cnt_mil_2;
  hld_sec_0 <= cnt_sec_0;
  hld_sec_1 <= cnt_sec_1;
  hld_min_0 <= cnt_min_0;
  hld_min_1 <= cnt_min_1;
end
assign t_mil_0 = (s_hld) ? hld_mil_0 : cnt_mil_0;
assign t_mil_1 = (s_hld) ? hld_mil_1 : cnt_mil_1;
assign t_mil_2 = (s_hld) ? hld_mil_2 : cnt_mil_2;
assign t_sec_0 = (s_hld) ? hld_sec_0 : cnt_sec_0;
assign t_sec_1 = (s_hld) ? hld_sec_1 : cnt_sec_1;
assign t_min_0 = (s_hld) ? hld_min_0 : cnt_min_0;
assign t_min_1 = (s_hld) ? hld_min_1 : cnt_min_1;
always @ (posedge clk, posedge rst)
if (rst)                avalon_interrupt <= 1'b0;
else begin
  if (b_tmp_pdg)        avalon_interrupt <= 1'b1;
  else if (avalon_read) avalon_interrupt <= 1'b0;
end
always @ (posedge clk, posedge rst)
if (rst)                      avalon_error <= 1'b0;
else begin
  if (avalon_read)            avalon_error <= 1'b0;
  else if (avalon_interrupt)  avalon_error <= avalon_interrupt;
end
always @ (posedge clk)
if (b_tmp_pdg) begin
  tmp_mil_0 <= cnt_mil_0;
  tmp_mil_1 <= cnt_mil_1;
  tmp_mil_2 <= cnt_mil_2;
  tmp_sec_0 <= cnt_sec_0;
  tmp_sec_1 <= cnt_sec_1;
  tmp_min_0 <= cnt_min_0;
  tmp_min_1 <= cnt_min_1;
end
assign avalon_readdata[ADW-1:ADW-4] = {avalon_interrupt, avalon_error, s_hld, s_run};
assign avalon_readdata[ADW-5:    0] = (avalon_interrupt)
  ? {tmp_min_1, tmp_min_0, tmp_sec_1, tmp_sec_0, tmp_mil_2, tmp_mil_1, tmp_mil_0}
  : {cnt_min_1, cnt_min_0, cnt_sec_1, cnt_sec_0, cnt_mil_2, cnt_mil_1, cnt_mil_0};
endmodule
--- flow/config.mk ---
export PLATFORM = sky130hd
export DESIGN_NAME = DE1_stopwatch
export DESIGN_NICKNAME = DE1_stopwatch
export VERILOG_FILES = /design/flow/design.v
export SDC_FILE = /design/flow/constraint.sdc
export NUM_CORES = 4
export LEC_CHECK = 1
export CORE_UTILIZATION = 50
--- flow/constraint.sdc ---
current_design DE1_stopwatch

set clk_period 3.2
set clk_io_pct 0.2

create_clock -name clk0 -period $clk_period [get_ports {CLOCK_24}]

set non_clock_inputs [all_inputs -no_clocks]
set_input_delay [expr $clk_period * $clk_io_pct] -clock clk0 $non_clock_inputs
set_output_delay [expr $clk_period * $clk_io_pct] -clock clk0 [all_outputs]
==> ci_impl_report.md <==
### Flow metrics

| Metric | Value |
|---|---|
| Status | complete, no violations |
| Total power draw | between 4 and 5 mW |
| Slew HR | 0.440 |
| H-tree levels | 4 |
| Initial DRC count | between 300 and 400 |
| # diodes | 0 |
| Critical path class | reg2out |
| Max IR drop VDD | 0.305 mV |
| Gr ovfl total | 0 |
| Area growth syn-to-layout | 9.03% |
| Fill count | between 1,500 and 2,000 |
| Met2 routed WL | between 6 and 7 mm |
| Crit path time final | just over 3 ns |
| Crit-path max cell delay | around 0.5 ns |
| CP cell instances | buf_12 > buf_4 > mux2_2 > nor2_1 > a22oi_1 > o31ai_2 > clkdlybuf4s50_1 |
| # setup viols final | 0 |
| Init Core Util | 0.514 |
| Period utilisation layout | 0.955 |
| Worst path slowest cell | dfrtp_4 |
| Layout cell share with drive strength beyond 1 | 0.0962 |
| Cell Type Count | roughly 62 |
| Post-layout util | 0.560 |
| Post-synth seq share | 0.403 |
| Cts bufs inserted | 17 |
| Clk ins delay skew pair | about 0.35 ns |
| Placed wire-length estimate | roughly 11 mm |
| Worst Path Required | 2.56 ns |
| Clk_skew | roughly 0.0024 ns |
| F_max | about 330 MHz |
| FF-to-FF Start | debouncer_run.cnt[11]$_SDFFCE_PN1P_ |
| Startpoint class of the critical path | flop |
| GPL Wtd Cong | ~0.88 |
| Row count | 48 |
| Avg Cell Area, Syn | about 9.6 um2 |
| First-pass GRT wire length | approximately 25 mm |
| Die area | between 15,000 and 20,000 um2 |
| WL met1 | 7.55 mm |
| Drt wl/cell | between 10 and 15 um |
| Log Warnings | approximately 240 |
| Worst-path fanout max | 6 |
| CTS tree | yes |
| Via count | around 6,200 |
| CTS Sinks | 129 |
| Pin count of the biggest net entering global routing | 38 |
| Core area | around 17,000 um2 |
| Leakage | 4.08 nW |
| Hold-fix buffers, CTS | 0 |
| Final hold vios | 0 |
| Max Cap Viol | 0 |
| RSZ-0062 raised after global routing | true |
| Worst-Margin Slew | 0.839 ns |
| Post-synth EDFFs | between 70 and 80 |
| Yosys Chip Area | approximately 9000 um2 |
| Clock slew at reported path FFs | 0.04 ns |
| Synth Warn # | roughly 110 |
| Ys async rst share | 0.372 |
| Crit. Startpoint | stopwatch_i.s_hld$_DFFE_PP0P_ |
| Max Used Layer | met4 |
| Post-DR vias/cell | roughly 5 |
| Mapped cell area | just under 9000 um2 |
| Placed Area | around 9000 um2 |
| Die Y | between 100 and 150 um |
| CTS root buf | clkbuf_16 |
| Most common reg cell | edfxtp_1 |
| WL met3 | between 700 and 800 um |
| Setup_tns | 0 ns |
| Routed wire length | between 15 and 20 mm |
| Port Buffers | around 44 |
| Initial antenna violation count | 0 |
| Hold Path Class | reg2async |
| Cell Pwr Density | between 400 and 500 nW/um2 |
| DR DRC count | 0 |
| Drt pass-1 iters | 5 |
| Worst setup EP type | primary output |
| Vias in the first global route | ~5,300 |
| Die X | around 140 um |
| Routed Antenna Nets | 0 |
| I/O Pins | 283 |
| Post-Syn Instances | about 930 |
| Fin. max-slew vios | 0 |
| Worst endpoint data arrival time | between 2 and 2.5 ns |
| Endpoints left unconstrained | about 42 |
| GRT Overall Usage | 0.179 |
| Flops & latches, synth | around 130 |
| Fin area | roughly 9800 um2 |
| Longest Clk Path Bufs | 2 |
| Yosys stat cell total | between 900 and 1,000 |
## worst paths after layout
| check | end | slack [ns] | cells past startpoint |
|---|---|---|---|
| setup / recovery | HEX3[0] | 0.14 | 7 |
| hold / removal | stopwatch_i.cnt_min_1[1]$_DFFE_PP0P_ | 0.31 | 1 |
| setup reg to reg | debouncer_run.cnt[14]$_SDFFCE_PN0P_ | 0.63 | 6 |
| hold reg to reg | stopwatch_i.cnt_min_1[1]$_DFFE_PP0P_ | 0.31 | 1 |
| max in group asynchronous | stopwatch_i.s_hld$_DFFE_PP0P_ | 2.09 | 2 |
| min in group clk0 | stopwatch_i.b_run_d$_DFF_PP0_ | 0.43 | 0 |
## layout by cell type (no fill, tap or decap), types with 8 or more instances in the layout
cell and n:
conb_1 173, nor2_1 83, edfxtp_1 78, nand2_1 71, dfrtp_1 47, clkdlybuf4s50_1 44
inv_1 42, ha_1 40, nand3_1 35, buf_4 29, nor3_1 26, xor2_1 26
o21ai_0 24, a21oi_1 23, xnor2_1 20, nand4_1 17, clkbuf_16 17, mux2i_1 15
o31ai_1 12, a31oi_1 11, nor4_1 11, mux2_2 11, nand3b_1 10, or4_1 10
a32o_1 8
## power by group
| group | internal [mW] | switching, mW | total [mW] |
|---|---|---|---|
| clock network | 1.09 | 0.438 | 1.53 |
| logic | 0.417 | 0.382 | 0.799 |
| registers | 2.11 | 0.265 | 2.37 |
| total | 3.62 | 1.08 | 4.70 |
## state kept, by name, summed over array words and instances, names as in the netlist, 15 cells and up
register and flops:
debouncer_clr.cnt 18, stopwatch_i.clk_cnt 15, debouncer_rst.cnt 19, debouncer_run.cnt 18
## per-layer routing
metal,global-route usage,up-vias
met3,0.0321,14
met5,0,-
met2,0.259,189
li1,-,3132
met4,0.0331,0
met1,0.298,2909
## per-stage QoR
stage | hold WS [ns] | setup slack [ns] | cells
after floorplan | 0.390 | 0.409 | 1106
after global placement | 0.326 | 0.228 | 1208
after detailed placement | 0.316 | 0.250 | 1208
after CTS | 0.319 | 0.00366 | 1241
after global routing | 0.351 | -0.0201 | 1244
final | 0.311 | 0.144 | 1244
## final cells by class
| cell class | count | area [um2] | share of cell area |
|---|---|---|---|
| multi-input combinational | 738 | 4460 | 0.457 |
| timing repair buffer | 76 | 701 | 0.0718 |
| clock inverter | 7 | 63.8 | 0.00654 |
| tap | 225 | 282 | 0.0288 |
| inverter | 44 | 170 | 0.0174 |
| sequential | 129 | 3610 | 0.370 |
| clock buffer | 25 | 475 | 0.0487 |
## cells in the mapped netlist, types with 3 or more instances
master     number  share of area
xnor2_1        20          0.020
and3_1          3         0.0021
nor4_1         11         0.0077
or2_2           6         0.0042
a21oi_1        23          0.013
or3b_2          3         0.0029
o211ai_1        5         0.0042
o311ai_0        3         0.0029
a22o_1          5         0.0049
inv_1          43          0.018
a21o_1          3         0.0025
nand3_1        35          0.020
o2bb2ai_1       5         0.0049
xor2_1         26          0.025
dfrtp_1        48           0.13
nand2b_1        4         0.0028
or3_1           7         0.0049
o41ai_1         5         0.0049
nor2b_1         4         0.0028
nand3b_1       10         0.0084
dfxtp_1         3         0.0067
or4_1          10         0.0084
nand4_1        17          0.012
edfxtp_1       78           0.26
clkbuf_1       14         0.0059
nand4b_1        6         0.0059
a22oi_1         5         0.0042
and3b_1         5         0.0049
o31ai_1        13          0.011
nor3_1         26          0.015
o22ai_1         3         0.0021
o21ai_0        25          0.014
nor2_1         85          0.036
mux2i_1        21          0.023
a31oi_1        11         0.0077
a32o_1          8         0.0089
buf_4         178           0.15
mux2_2         11          0.014
nand2_1        71          0.030
ha_1           43          0.060
a211oi_1        5         0.0042
## worst max-delay path, delay by kind of cell (launching register included)
kind	cells	cell delay [ns]
AND/OR/NAND/NOR	1	0.24
AND-OR/OR-AND	2	0.19
buffers and inverters	3	0.80
flip-flops	1	0.50
multiplexers	1	0.33
## timing repair
item	in CTS	in global routing
endpoints found under the setup margin	26	17
setup buffers	1	3
pin swaps	0	1
gates resized	3	12
## logic make-up after synthesis
kind of cell,share of synthesized area
buffers and inverters,0.177
DFF,0.403
and+or+nand+nor,0.174
muxes,0.0373
adders and majority gates,0.0601
xor gates and xnor gates,0.0450
AOI/OAI and AO/OA,0.103
other,0.000419
Power and IR drop assume default switching activity.

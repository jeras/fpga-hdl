$ cat run.sh
#!/bin/bash
# OpenROAD 26Q1-2900-gdf79404cd8, Yosys 0.63+post, stock flow scripts
make -C /OpenROAD-flow-scripts/flow DESIGN_CONFIG=/design/flow/config.mk WORK_HOME=/design/flow/orfs finish
$ cat config.mk
export PLATFORM = sky130hd
export DESIGN_NAME = DE1_uart
export DESIGN_NICKNAME = DE1_uart
export VERILOG_FILES = /design/flow/design.v
export SDC_FILE = /design/flow/constraint.sdc
export NUM_CORES = 4
export LEC_CHECK = 1
export CORE_UTILIZATION = 30
$ cat constraint.sdc
current_design DE1_uart

set clk_period 1.8
set clk_io_pct 0.2

create_clock -name clk0 -period $clk_period [get_ports {CLOCK_24}]

set non_clock_inputs [all_inputs -no_clocks]
set_input_delay [expr $clk_period * $clk_io_pct] -clock clk0 $non_clock_inputs
set_output_delay [expr $clk_period * $clk_io_pct] -clock clk0 [all_outputs]
$ cat design.v
module DE1_uart (
input   [1:0] CLOCK_24,      
input   [1:0] CLOCK_27,      
input         CLOCK_50,      
input         EXT_CLOCK,     
input   [3:0] KEY,           
input   [9:0] SW,            
output  [6:0] HEX0,          
output  [6:0] HEX1,          
output  [6:0] HEX2,          
output  [6:0] HEX3,          
output  [7:0] LEDG,          
output  [9:0] LEDR,          
output        UART_TXD,      
input         UART_RXD,      
inout  [15:0] DRAM_DQ,       
output [11:0] DRAM_ADDR,     
output        DRAM_LDQM,     
output        DRAM_UDQM,     
output        DRAM_WE_N,     
output        DRAM_CAS_N,    
output        DRAM_RAS_N,    
output        DRAM_CS_N,     
output        DRAM_BA_0,     
output        DRAM_BA_1,     
output        DRAM_CLK,      
output        DRAM_CKE,      
inout   [7:0] FL_DQ,         
output [21:0] FL_ADDR,       
output        FL_WE_N,       
output        FL_RST_N,      
output        FL_OE_N,       
output        FL_CE_N,       
inout  [15:0] SRAM_DQ,       
output [17:0] SRAM_ADDR,     
output        SRAM_UB_N,     
output        SRAM_LB_N,     
output        SRAM_WE_N,     
output        SRAM_CE_N,     
output        SRAM_OE_N,     
inout         SD_DAT,        
inout         SD_DAT3,       
inout         SD_CMD,        
output        SD_CLK,        
input         TDI,           
input         TCK,           
input         TCS,           
output        TDO,           
inout         I2C_SDAT,      
output        I2C_SCLK,      
input         PS2_DAT,       
input         PS2_CLK,       
output        VGA_HS,        
output        VGA_VS,        
output  [3:0] VGA_R,         
output  [3:0] VGA_G,         
output  [3:0] VGA_B,         
inout         AUD_ADCLRCK,   
input         AUD_ADCDAT,    
inout         AUD_DACLRCK,   
output        AUD_DACDAT,    
inout         AUD_BCLK,      
output        AUD_XCK,       
inout  [35:0] GPIO_0,        
inout  [35:0] GPIO_1         
);
localparam FRQ = 24000000;   
localparam BAUDRATE = 9600;   
localparam N_BIT = FRQ/BAUDRATE;   
wire clk;
wire rst;
wire b_reset;
wire b_write;
wire b_read;
reg  b_write_d;
reg  b_read_d;
wire        avalon_write;
wire        avalon_read;
wire [31:0] avalon_writedata;
wire [31:0] avalon_readdata;
wire [7:0] display;
assign SD_DAT      = 1'bz;
assign I2C_SDAT    = 1'bz;
assign AUD_ADCLRCK = 1'bz;
assign AUD_DACLRCK = 1'bz;
assign AUD_BCLK    = 1'bz;
assign GPIO_0      = 36'hzzzzzzzzz;
assign GPIO_1      = 36'hzzzzzzzzz;
assign clk = CLOCK_24[0];
assign rst = b_reset;
debouncer #(.CN (FRQ/100)) debouncer_reset (.clk (clk), .d_i (~KEY[0]), .d_o (b_reset));
debouncer #(.CN (FRQ/100)) debouncer_write (.clk (clk), .d_i (~KEY[1]), .d_o (b_write));
debouncer #(.CN (FRQ/100)) debouncer_read  (.clk (clk), .d_i (~KEY[2]), .d_o (b_read ));
always @ (posedge clk, posedge rst)
if (rst)  {b_write_d, b_read_d} <= 2'b00;
else      {b_write_d, b_read_d} <= {b_write, b_read};
assign avalon_write     = b_write & ~b_write_d;
assign avalon_read      = b_read  & ~b_read_d;
assign avalon_writedata = {24'h000000, SW[7:0]};
uart #(
  .N_BIT  (N_BIT)
) uart_i (
  .clk                 (clk),
  .rst                 (rst),
  .avalon_read         (avalon_read),
  .avalon_write        (avalon_write),
  .avalon_writedata    (avalon_writedata),
  .avalon_readdata     (avalon_readdata),
  .avalon_waitrequest  (),
  .avalon_interrupt    (),
  .uart_rxd            (UART_RXD),
  .uart_txd            (UART_TXD)
);
function [6:0] seg7 (input [3:0] bin);
  case (bin)
    4'h0    : seg7 = 7'h3F;
    4'h1    : seg7 = 7'h06;
    4'h2    : seg7 = 7'h5B;
    4'h3    : seg7 = 7'h4F;
    4'h4    : seg7 = 7'h66;
    4'h5    : seg7 = 7'h6D;
    4'h6    : seg7 = 7'h7D;
    4'h7    : seg7 = 7'h07;
    4'h8    : seg7 = 7'h7F;
    4'h9    : seg7 = 7'h6F;
    4'ha    : seg7 = 7'b1110111;
    4'hb    : seg7 = 7'b1111100;
    4'hc    : seg7 = 7'b0111001;
    4'hd    : seg7 = 7'b1011110;
    4'he    : seg7 = 7'b1111001;
    4'hf    : seg7 = 7'b1110001;
    default : seg7 = 7'h00;
  endcase
endfunction
assign display = SW[9] ? avalon_writedata[7:0] : avalon_readdata[7:0];
assign LEDR = {SW[9], 1'b0, display};
assign HEX0 = ~seg7(avalon_writedata[3:0]);
assign HEX1 = ~seg7(avalon_writedata[7:4]);
assign HEX2 = ~seg7(avalon_readdata[3:0]);
assign HEX3 = ~seg7(avalon_readdata[7:4]);
assign LEDG[7:5] = avalon_readdata[31:29];   
assign LEDG[2:0] = {b_read, b_write, b_reset};  
endmodule
module debouncer #(
  parameter CN = 8,          
  parameter CW = $clog2(CN)  
)(
  input      clk,            
  input      d_i,            
  output reg d_o             
);
reg [CW-1:0] cnt;            
reg          d_r;            
initial cnt <= 0;
always @ (posedge clk)
d_r <= d_i;
always @ (posedge clk)
if (|cnt)          cnt <= cnt - 1;
else if (d_r^d_o)  cnt <= CN;
always @ (posedge clk)
if (~|cnt) d_o <= d_r;
endmodule
module uart #(
  parameter int BYTESIZE = 8,               
  parameter     PARITY   = "NONE",          
  parameter int STOPSIZE = 1,               
  parameter int N_BIT    = 2,               
  parameter int N_LOG    = $clog2(N_BIT),   
  parameter int AAW = 1,      
  parameter int ADW = 32,     
  parameter int ABW = ADW/8   
)(
  input  logic           clk,   
  input  logic           rst,   
  input  logic           avalon_read,
  input  logic           avalon_write,
  input  logic [ADW-1:0] avalon_writedata,
  output logic [ADW-1:0] avalon_readdata,
  output logic           avalon_waitrequest,
  output logic           avalon_interrupt,
  input  logic           uart_rxd,   
  output logic           uart_txd    
);
localparam UTL = BYTESIZE + (PARITY!="NONE") + STOPSIZE;
localparam PRT = (PARITY!="EVEN");
logic avalon_trn_w;
logic avalon_trn_r;
logic    [N_LOG-1:0] txd_bdr, rxd_bdr;
logic                txd_ena, rxd_ena;
logic                txd_run, rxd_run;   
logic          [3:0] txd_cnt, rxd_cnt;   
logic [BYTESIZE-1:0] txd_dat, rxd_dat;   
logic                txd_prt, rxd_prt;   
logic                rxd_start, rxd_end;
logic                status_rdy;   
logic                status_err;   
logic                status_prt;   
logic [BYTESIZE-1:0] status_dat;   
assign avalon_waitrequest = txd_run & ~avalon_read;
assign avalon_trn_w = avalon_write & ~avalon_waitrequest;
assign avalon_trn_r = avalon_read  & ~avalon_waitrequest;
generate if (PARITY!="NONE") begin
assign avalon_readdata = {status_rdy, status_err, status_prt, {ADW-BYTESIZE-3{1'b0}}, status_dat};
end else begin
assign avalon_readdata = {status_rdy, status_err, {ADW-BYTESIZE-2{1'b0}}, status_dat};
end endgenerate
assign avalon_interrupt = status_rdy | status_err;
always @ (posedge clk, posedge rst)
if (rst) txd_bdr <= N_BIT-1;
else     txd_bdr <= ~|txd_bdr ? N_BIT-1 : txd_bdr - txd_run;
always @ (posedge clk, posedge rst)
if (rst)  txd_ena <= 1'b0;
else      txd_ena <= (txd_bdr == 'd1);
always @ (posedge clk, posedge rst)
if (rst)             txd_cnt <= 0;
else begin
  if (avalon_trn_w)  txd_cnt <= UTL;
  else if (txd_ena)  txd_cnt <= txd_cnt - 1;
end
always @ (posedge clk, posedge rst)
if (rst)             txd_run <= 1'b0;
else begin
  if (avalon_trn_w)  txd_run <= 1'b1;
  else if (txd_ena)  txd_run <= txd_cnt != 4'd0;
end
always @ (posedge clk)
  if (avalon_trn_w)  txd_dat <= avalon_writedata[BYTESIZE-1:0];
  else if (txd_ena)  txd_dat <= {1'b1, txd_dat[BYTESIZE-1:1]};
generate if (PARITY!="NONE") begin
always @ (posedge clk)
  if (avalon_trn_w)  txd_prt <= PRT;
  else if (txd_ena)  txd_prt <= txd_prt ^ txd_dat[0];
always @ (posedge clk, posedge rst)
if (rst)             uart_txd <= 1'b1;
else begin
  if (avalon_trn_w)  uart_txd <= 1'b0;
  else if (txd_ena)  uart_txd <= (txd_cnt==STOPSIZE+1) ? txd_prt : txd_dat[0];
end
end else begin
always @ (posedge clk, posedge rst)
if (rst)             uart_txd <= 1'b1;
else begin
  if (avalon_trn_w)  uart_txd <= 1'b0;
  else if (txd_ena)  uart_txd <= txd_dat[0];
end
end endgenerate
reg uart_rxd_dly;
always @ (posedge clk)
uart_rxd_dly <= uart_rxd;
assign rxd_start = uart_rxd_dly & ~uart_rxd & ~rxd_run;
always @ (posedge clk, posedge rst)
if (rst)          rxd_bdr <= N_BIT-1;
else begin
  if (rxd_start)  rxd_bdr <= ((N_BIT-1)>>1)-1;
  else            rxd_bdr <= ~|rxd_bdr ? N_BIT-1 : rxd_bdr - rxd_run;
end
always @ (posedge clk, posedge rst)
if (rst)  rxd_ena <= 1'b0;
else      rxd_ena <= (rxd_bdr == 'd1);
always @ (posedge clk, posedge rst)
if (rst)             rxd_cnt <= 0;
else begin
  if (rxd_start)     rxd_cnt <= UTL;
  else if (rxd_ena)  rxd_cnt <= rxd_cnt - 1;
end
always @ (posedge clk, posedge rst)
if (rst)             rxd_run <= 1'b0;
else begin
  if (rxd_start)     rxd_run <= 1'b1;
  else if (rxd_ena)  rxd_run <= rxd_cnt != 4'd0;
end
assign rxd_end = ~|rxd_cnt & rxd_ena;
always @ (posedge clk)
  if ((PARITY!="NONE") ? ~(txd_cnt==STOPSIZE) & rxd_ena : rxd_ena)
    rxd_dat <= {uart_rxd, rxd_dat[BYTESIZE-1:1]};
always @ (posedge clk)
  if (rxd_end)  status_dat <= rxd_dat;
generate if (PARITY!="NONE") begin
always @ (posedge clk)
  if (rxd_start)     rxd_prt <= PRT;
  else if (rxd_ena)  rxd_prt <= rxd_prt ^ uart_rxd;
always @ (posedge clk)
  if (rxd_end)  status_prt <= rxd_prt;
end endgenerate
always @ (posedge clk, posedge rst)
if (rst)                 status_rdy <= 1'b0;
else begin
  if (rxd_end)           status_rdy <= 1'b1;
  else if (avalon_trn_r) status_rdy <= 1'b0;
end
always @ (posedge clk, posedge rst)
if (rst)                 status_err <= 1'b0;
else begin
  if (avalon_trn_r)      status_err <= 1'b0;
  else if (rxd_end)      status_err <= status_rdy;
end
endmodule: uart
==> results.ini <==
[route]
wl_per_cell_microns=11.49
drc=0
dr.pass1.iters=4
num_antenna_cells=0
drt_wl_total_microns=17550
vias=6411
drtIter0Drc=187
via_per_inst=4.198
ant_nets=0

[timing]
timing.final.crit_share=1.247
worst_pin_slew_ns=1.282
layout_min_cycle_time_ns=2.245
setup_viol=87
skew_ns=0.0007153
grt_setup_unrepaired=yes
hold_violations=0
max_freq_ghz=0.4455
layout_setup_ws_ns=-0.4446
relSlewSlack=0.1391
finalMaxSlewViolations=0
setup_tns_ns=-27.82
untimed_endpoints=42

[power]
p_per_area_nw_per_um2=789.9
vdd_ir_drop_max_mv=0.7304
p_leak_nw=5.359

[setup_path]
crit_path_end_kind=register
crit_fanout=7
worstPathArrival_ns=2.35
cp-start-kind=register
crit_required_ns=1.91
worstSetupPathType=register to register

[clocking]
clock-sinks=140
numCtsBuffers=17
clockBufferDepth=2
clk_pin_slew_ns=0.05
cts_root_buf=clkbuf_16
clock_latency_ns=0.35
htree_levels=4
cts_tree=done

[synthesis]
async_flop_share=0.2929
syn_inst=870
synth_area_sq_um=8732
syn_area_per_cell_sq_um=10.04
synth-warning-count=102
ys_types=67
ys.flops=140
ys_cells=870
ff_type=edfxtp_1
ys_seq_frac=0.4392
edf_count=81
ys_area_sq_um=8732

[global_route]
overflow=0
first_global_vias=5906
top_usage_layer=met1
met2_usage=0.1788
grt_max_degree=42
grt_use_met3=0.02378
grt_pass1_wl_microns=28310
antenna_found_initial=0
grt_use_met1=0.1800
groute.usage.overall=0.1164

[placed_design]
dp_hpwl_microns=11230
place_congestion=0.8468
numPortBuffers=56
place_ws_ns=-0.7199

[floorplanning]
die_h_microns=172.6
die_area_sq_um=29790
initCoreUtil=0.3042
die_x_microns=172.6
core_sq_um=28700
ios=283
row_count=62

[layout]
final_core_util=0.4334
lay_top_cells=conb_1 (171), buf_4 (157), edfxtp_1 (81), nand2_1 (54), nor2_1 (51)
final_common_cell=conb_1
drive_gt1_frac=0.3815
areaGrowthSynthToFinish_pct=42.47

[run]
warnings=225
drv_cap=0

[outcome]
violations=negative setup slack
outcome=finished, violations left

[worst_hold_path]
min_path_type=register to asynchronous set/reset pin

[metrics by stage]
step	power [W]	hold WS (ns)	instances	area (sq um)
after floorplan	0.005563	0.3877	1040	9853
after global placement	0.006258	0.4292	1439	10680
after detailed placement	0.006278	0.4423	1439	10680
after CTS	0.01013	0.3819	1512	12050
after global routing	0.01079	0.3952	1527	12440
final	0.009827	0.4323	1527	12440
[registers in the layout, summed over array words and instances, names as in the netlist, 4 cells and up, named ones only]
signal / flops
debouncer_read.cnt: 18
debouncer_reset.cnt: 18
debouncer_write.cnt: 18
uart_i.rxd_bdr: 12
uart_i.rxd_cnt: 4
uart_i.rxd_dat: 8
uart_i.status_dat: 8
uart_i.txd_bdr: 12
uart_i.txd_cnt: 4
uart_i.txd_dat: 8
[cells by family (layout without fill, tap and decap cells)]
family | Yosys count | after routing | synth area share
fa+ha+maj | 35 | 35 | 0.05015
xor+xnor | 66 | 66 | 0.06620
other cells | 1 | 171 | 0.0004294
mux | 34 | 34 | 0.04313
compound gates | 77 | 77 | 0.05918
simple gates | 278 | 283 | 0.1596
flops | 140 | 140 | 0.4392
buf+inv | 239 | 337 | 0.1821
[Yosys cell counts (3+ instances only)]
library cell | instances | area share
buf_4 | 178 | 0.15
edfxtp_1 | 81 | 0.28
nor2_1 | 77 | 0.033
nand2_1 | 71 | 0.031
inv_1 | 43 | 0.018
xor2_1 | 38 | 0.038
ha_1 | 35 | 0.050
dfrtp_1 | 28 | 0.080
xnor2_1 | 28 | 0.028
nand3_1 | 21 | 0.012
nor3_1 | 21 | 0.012
a21oi_1 | 19 | 0.011
mux2_2 | 19 | 0.025
dfxtp_1 | 18 | 0.041
o21ai_0 | 16 | 0.0092
mux2i_1 | 14 | 0.016
nand2b_1 | 14 | 0.010
dfstp_2 | 13 | 0.039
nor4_1 | 12 | 0.0086
clkbuf_1 | 10 | 0.0043
nor3b_1 | 9 | 0.0077
or3_1 | 9 | 0.0064
nand4_1 | 8 | 0.0057
nor2b_1 | 6 | 0.0043
a31oi_1 | 5 | 0.0036
o31ai_1 | 5 | 0.0043
or4_1 | 5 | 0.0043
a211o_1 | 4 | 0.0040
a22o_1 | 3 | 0.0030
a311oi_1 | 3 | 0.0030
a32o_1 | 3 | 0.0034
and3_1 | 3 | 0.0021
buf_2 | 3 | 0.0017
nand4b_1 | 3 | 0.0030
[routing by layer]
layer,up-vias,part of all wire
li1,3178,-
met1,3035,0.49
met2,183,0.45
met3,15,0.048
met4,0,0.012
met5,-,0
[timing repair]
item / 4_1_cts / 5_1_grt
pin swaps: 47 / 19
hold buffers: 0 / 0
cloned: 4 / 3
resized: 195 / 66
setup endpoints to repair: 144 / 128
buffers inserted: 38 / 17
[report_power, final]
group / internal (W) / switching, W / leakage [nW]
combinational: 0.00136 / 0.00103 / 3.64
sequential: 0.00395 / 0.000347 / 1.42
clock: 0.00227 / 0.000870 / 0.295
total: 0.00758 / 0.00225 / 5.36
[cell type report]
cell class              instances  area (sq um)
fillers                      2557         16260
inverters                      46         247.7
repair buffers                258          2301
clock buffers                  21         470.5
well taps                     384         480.5
repair inverters                1         8.758
multi-input cells             666          4955
flip-flops and latches        140          3836
clock inverters                11         141.4
[worst paths after layout]
kind / startpoint / end / slack (ns) / cells after the start
hold reg to reg: debouncer_reset.d_o / uart_i.txd_cnt[1] / 0.43 / 2
min in group clk0: SW[4] / uart_i.txd_dat[4] / 0.46 / 3
max in group asynchronous: debouncer_reset.d_o / uart_i.rxd_bdr[8] / 1.10 / 2
setup / recovery: debouncer_reset.cnt[14] / debouncer_reset.cnt[12] / -0.44 / 6
hold / removal: debouncer_reset.d_o / uart_i.txd_cnt[1] / 0.43 / 2
setup reg to reg: debouncer_reset.cnt[14] / debouncer_reset.cnt[12] / -0.44 / 6
[worst max-delay path: stages (launching register included)]
cell      delay, ns
edfxtp_1       0.38
or4_4          0.55
or3_4          0.34
or4_4          0.47
clkinv_8       0.10
buf_12         0.12
nor2_2         0.04
Power figures rest on the tool's default switching activity, not on a simulated workload.
